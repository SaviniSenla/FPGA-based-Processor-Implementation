## flow/run.sh

```bash
#!/bin/bash
# OpenROAD 26Q1-2900-gdf79404cd8, Yosys 0.63+post, stock flow scripts
make -C /OpenROAD-flow-scripts/flow DESIGN_CONFIG=/design/flow/config.mk WORK_HOME=/design/flow/orfs finish
```

## flow/config.mk

```make
export PLATFORM = sky130hd
export DESIGN_NAME = Memory
export DESIGN_NICKNAME = Memory
export VERILOG_FILES = /design/flow/design.v
export SDC_FILE = /design/flow/constraint.sdc
export NUM_CORES = 4
export LEC_CHECK = 1
export CORE_UTILIZATION = 30
```

## flow/constraint.sdc

```tcl
current_design Memory

set clk_period 10.6
set clk_io_pct 0.2

create_clock -name clk0 -period $clk_period [get_ports {clk}]

set non_clock_inputs [all_inputs -no_clocks]
set_input_delay [expr $clk_period * $clk_io_pct] -clock clk0 $non_clock_inputs
set_output_delay [expr $clk_period * $clk_io_pct] -clock clk0 [all_outputs]
```

## flow/design.v

```verilog
module Memory(
	input wire clk,
	input wire write,
	input wire read,
	input wire [15:0] Din,
	input wire [15:0] address,
	output wire [15:0] Dout
	); 
	reg [7:0] memory [0:255];
	reg [15:0] d;
	assign Dout = d;
	always @(posedge clk) begin
		if (read) d = {8'd0,memory[address]};
		else if (write) memory[address] = Din[7:0];
	end
	initial begin
memory[0] = 8'd1;
memory[1] = {4'd1,4'd11};
memory[2] = {4'd2,4'd11};
memory[3] = {4'd3,4'd11};
memory[4] = {4'd4,4'd11};
memory[5] = 8'd3;
memory[6] = 8'd2;
memory[7] = {4'd5,4'd11};
memory[8] = 8'd3;
memory[9] = 8'd254;
memory[10] = {4'd3,4'd13};
memory[11] = 8'd5;
memory[12] = 8'd23;
memory[13] = 8'd1;
memory[14] = {4'd3,4'd11};
memory[15] = {4'd2,4'd10};
memory[16] = {4'd5,4'd12};
memory[17] = {4'd2,4'd11};
memory[18] = {4'd4,4'd10};
memory[19] = 8'd4;
memory[20] = {4'd4,4'd11};
memory[21] = 8'd9;
memory[22] = 8'd51;
memory[23] = {4'd2,4'd10};
memory[24] = {4'd6,4'd11};
memory[25] = 8'd2;
memory[26] = {4'd1,4'd11};
memory[27] = {4'd2,4'd10};
memory[28] = 8'd4;
memory[29] = {4'd6,4'd11};
memory[30] = 8'd2;
memory[31] = 8'd6;
memory[32] = {4'd1,4'd12};
memory[33] = {4'd1,4'd11};
memory[34] = {4'd2,4'd10};
memory[35] = {4'd5,4'd12};
memory[36] = {4'd6,4'd11};
memory[37] = 8'd2;
memory[38] = {4'd1,4'd12};
memory[39] = 8'd7;
memory[40] = {4'd1,4'd11};
memory[41] = {4'd2,4'd10};
memory[42] = {4'd6,4'd11};
memory[43] = {4'd1,4'd10};
memory[44] = 8'd8;
memory[45] = {4'd3,4'd10};
memory[46] = 8'd4;
memory[47] = {4'd3,4'd11};
memory[48] = {4'd2,4'd10};
memory[49] = 8'd4;
memory[50] = {4'd2,4'd11};
memory[51] = 8'd3;
memory[52] = 8'd255;
memory[53] = 8'd4;
memory[54] = {4'd4,4'd13};
memory[55] = 8'd5;
memory[56] = 8'd8;
memory[57] = 8'd1;
memory[58] = {4'd1,4'd11};
memory[59] = {4'd2,4'd11};
memory[60] = {4'd3,4'd11};
memory[61] = {4'd4,4'd11};
memory[62] = 8'd3;
memory[63] = 8'd254;
memory[64] = {4'd3,4'd13};
memory[65] = 8'd5;
memory[66] = 8'd77;
memory[67] = 8'd1;
memory[68] = {4'd3,4'd11};
memory[69] = {4'd2,4'd10};
memory[70] = {4'd5,4'd12};
memory[71] = {4'd2,4'd11};
memory[72] = {4'd4,4'd10};
memory[73] = 8'd4;
memory[74] = {4'd4,4'd11};
memory[75] = 8'd9;
memory[76] = 8'd110;
memory[77] = {4'd2,4'd10};
memory[78] = {4'd6,4'd11};
memory[79] = 8'd2;
memory[80] = {4'd1,4'd11};
memory[81] = 8'd3;
memory[82] = 8'd255;
memory[83] = 8'd4;
memory[84] = {4'd2,4'd12};
memory[85] = {4'd6,4'd11};
memory[86] = 8'd2;
memory[87] = 8'd6;
memory[88] = {4'd1,4'd12};
memory[89] = {4'd1,4'd11};
memory[90] = 8'd3;
memory[91] = 8'd255;
memory[92] = 8'd4;
memory[93] = 8'd6;
memory[94] = {4'd2,4'd12};
memory[95] = {4'd6,4'd11};
memory[96] = 8'd2;
memory[97] = {4'd1,4'd12};
memory[98] = 8'd7;
memory[99] = {4'd1,4'd11};
memory[100] = {4'd2,4'd10};
memory[101] = {4'd6,4'd11};
memory[102] = {4'd1,4'd10};
memory[103] = 8'd8;
memory[104] = {4'd3,4'd10};
memory[105] = 8'd4;
memory[106] = {4'd3,4'd11};
memory[107] = {4'd2,4'd10};
memory[108] = 8'd4;
memory[109] = {4'd2,4'd11};
memory[110] = 8'd3;
memory[111] = 8'd254;
memory[112] = {4'd4,4'd13};
memory[113] = 8'd5;
memory[114] = 8'd62;
memory[115] = 8'd1;
memory[116] = {4'd1,4'd11};
memory[117] = {4'd2,4'd11};
memory[118] = {4'd3,4'd11};
memory[119] = {4'd4,4'd11};
memory[120] = {4'd5,4'd11};
memory[121] = {4'd2,4'd10};
memory[122] = {4'd6,4'd11};
memory[123] = 8'd2;
memory[124] = {4'd5,4'd11};
memory[125] = {4'd1,4'd10};
memory[126] = {4'd6,4'd11};
memory[127] = {4'd5,4'd10};
memory[128] = 8'd8;
memory[129] = 8'd3;
memory[130] = 8'd2;
memory[131] = {4'd2,4'd12};
memory[132] = {4'd2,4'd11};
memory[133] = {4'd1,4'd10};
memory[134] = 8'd4;
memory[135] = {4'd1,4'd11};
memory[136] = {4'd3,4'd10};
memory[137] = 8'd4;
memory[138] = {4'd3,4'd11};
memory[139] = 8'd3;
memory[140] = 8'd128;
memory[141] = {4'd3,4'd13};
memory[142] = 8'd5;
memory[143] = 8'd121;
memory[144] = 8'd3;
memory[145] = 8'd255;
memory[146] = 8'd4;
memory[147] = {4'd2,4'd12};
memory[148] = {4'd2,4'd11};
memory[149] = 8'd1;
memory[150] = {4'd3,4'd11};
memory[151] = {4'd4,4'd10};
memory[152] = 8'd4;
memory[153] = {4'd4,4'd11};
memory[154] = 8'd3;
memory[155] = 8'd128;
memory[156] = {4'd4,4'd13};
memory[157] = 8'd5;
memory[158] = 8'd121;
memory[159] = 8'd15;
		end
endmodule
```

==> qor.txt <==
Routed Antenna Nets - 0
DRC errors left - 0
Aoi/oai-family share of the synthesized area - 0.0362
Gpl congestion - 0.845
Top Layout Cells - 2,056 x edfxtp_1, 512 x mux4_2, 259 x nor2_1
Tightest Pin Transition - 1.05 ns
Fmax - 181 MHz
Routed via count - 36,200
Crit. path cell count - 8
Drt total wl - 185,000 um
H-Tree Depth - 4
Async SR Flop Fraction - 0
Yosys synthesis chip area - 78,400 um2
Yosys warning total - 1
Crit path DAT - 6.03 ns
Critical path's slowest cell - o41ai_1
Max-area cell share - 0.787
Crit share post-route - 0.520
Setup violations, final - 0
Dominant Register Cell - edfxtp_1
Slew Limit Fails - 0
CP endpoint kind - flip-flop
Area share of fa/ha/maj cells after synthesis - 0
Syn Area/Cell - 22.2 um2
Via density - 5.02
Gr ovfl total - 0
Chip width - 513 um
CP top delay family - buffers and inverters
Dominant combinational family - multiplexers
Flops & latches, synth - 2,056
Post-CTS Hold Buffers - 0
First-pass GRT wire length - 271,000 um
Top cell excl fill/tap - edfxtp_1
WP data required - 11.11 ns
Post-Syn Area - 78,400 um2
CTS buffer count - 199
Placeable Area - 260,000 um2
CTS tree - done
Clock slew at reported path FFs - 0.06 ns
Startpoint types - primary input
Number of enable flip-flop cells - 2,056
CTS max path bufs - 3
Initial antenna violation count - 7
Total power - 0.0164 W
Status - finished, final reports clean
Tool Warnings - 46
VDD IR-drop max - 0.000140 V
Clk latency late pin - 0.82 ns
Crit-path max FO - 65
Synth area leaders - edfxtp_1 79%, mux4_2 15%, a22oi_1 2.5%
Fp_density - 0.302
Number of global-route vias before repair - 40,400
Hold crit path type - reg -> reg
Final Hold Vio Count - 0
Die H - 513 um
Hold-critical path depth - 5
P_leak - 26.3 nW
Root Driver - clkbuf_16
Bufs and invs on worst path - 3
RSZ-0062 raised after global routing - no
Yosys cell count - 3,535
CTS resizes - 0
Number of port buffers - 26
Sequential area share after synthesis - 0.787
Crit Path Category - in -> reg
Reg2Reg Depth - 5
Simple share - 0.0160
Post-CTS Setup Inserts - 0
# IOs - 51
DRT Pass-1 Iters - 7
CP Cell Sequence - buf_8 -> buf_4 -> buf_12 -> mux4_2 -> a22oi_1 -> a21oi_1 -> o41ai_1 -> nand4_1
Critical Path Max Stage Delay - 0.82 ns
Xor/xnor share - 0
Routed len/inst - 25.6 um
Max_slew headroom - 0.292
Clk_skew - 0.0269 ns
R2R setup slack - 7.82 ns
Die area - 263,000 um2
Final setup TNS - 0 ns
Pwr dens - 184 nW/um2
CTS Sinks - 2,056
Synth area leader - edfxtp_1
Area grow syn2layout - 13.6%
Mux area share - 0.147
Num rows - 187
Max-cap violations - 0
Crit path time final - 5.51 ns
Synth unique cells - 22
Largest net degree at the start of global routing - 120
Post-DP HPWL - 108,000 um
Cells after Synth - 3,535
Drt initial violations - 2,475
Tot GR Track Use - 0.152
Layout cells sized above 1 - 0.240
-- layer usage --
metal / vias to the layer above / wire, um / track usage
met3: 309 / 27400 / 0.104
met1: 18700 / 62600 / 0.177
met4: 10 / 5900 / 0.0392
met5: - / 184 / 0.00530
met2: 1896 / 88400 / 0.231
li1: 15300 / - / -
-- worst reg2reg max path, stage by stage, from the launching register on --
cell and delay [ns]:
edfxtp_1 0.37, mux4_2 0.48, a22oi_1 0.36, a21oi_1 0.14, o41ai_1 0.98, nand4_1 0.16
-- registers in the layout, summed over array words and instances, names as in the netlist --
name    flops
d           8
memory   2048
-- layout make-up --
cell class / instances / area [um2]
Fill cell: 23600 / 171000
Sequential cell: 2056 / 61700
Multi-Input combinational cell: 1253 / 15700
Clock buffer: 248 / 5230
Tap cell: 3402 / 4260
Timing Repair Buffer: 131 / 1190
Clock inverter: 118 / 958
Antenna cell: 3 / 7.51
-- metrics by stage --
step           utilization  hold WS (ns)  instances  setup slack, ns  area, um2
6_report             0.343          1.10       7211             5.09      89100
5_1_grt              0.343          1.13       7209             4.75      89100
4_1_cts              0.343          1.08       7208             5.02      89100
3_5_place_dp         0.319          1.05       6842             4.12      82900
3_3_place_gp         0.319          1.04       6842             4.16      82900
2_1_floorplan            -         0.896       3542             6.31      78400
-- cells in the mapped netlist, types with 8 or more instances --
library cell and number:
mux4_2 512, nor2_1 260, buf_4 19, clkbuf_1 147, edfxtp_1 2056, nand4_1 8
a22oi_1 256, buf_2 41, o41ai_1 32, nand2_1 30, a21oi_1 128, buf_1 19
-- where the power goes --
part           switching (W)  internal, W  total [W]
clock network        0.00295      0.00377    0.00672
logic               0.000461     0.000250   0.000711
registers         0.00000705      0.00896    0.00897
total                0.00342       0.0130     0.0164
-- kinds of logic after synthesis --
logic type | after synthesis
buffers and inverters | 233
flip-flops | 2056
other | 1
AND/OR/NAND/NOR | 317
AND-OR/OR-AND | 416
multiplexers | 512
-- path summary, 6_finish.rpt --
| kind | from | endpoint |
|---|---|---|
| max | address[0] | d[1] |
| min reg2reg | memory[250][4] | d[4] |
| max reg2reg | memory[42][7] | d[7] |
| min | memory[250][4] | d[4] |
Power figures rest on the tool's default switching activity, not on a simulated workload.
