--- /design/flow/run.sh ---
#!/bin/bash
# OpenROAD 26Q1-2900-gdf79404cd8, Yosys 0.63+post, stock flow scripts
make -C /OpenROAD-flow-scripts/flow DESIGN_CONFIG=/design/flow/config.mk WORK_HOME=/design/flow/orfs finish
--- /design/flow/config.mk ---
export PLATFORM = sky130hd
export DESIGN_NAME = Receiver
export DESIGN_NICKNAME = Receiver
export VERILOG_FILES = /design/flow/design.v
export SDC_FILE = /design/flow/constraint.sdc
export NUM_CORES = 4
export LEC_CHECK = 1
export CORE_AREA = 10 10 89 89
export DIE_AREA = 0 0 99 99
--- /design/flow/constraint.sdc ---
current_design Receiver

set clk_period 2.4
set clk_io_pct 0.2

create_clock -name clk0 -period $clk_period [get_ports {clock}]

set non_clock_inputs [all_inputs -no_clocks]
set_input_delay [expr $clk_period * $clk_io_pct] -clock clk0 $non_clock_inputs
set_output_delay [expr $clk_period * $clk_io_pct] -clock clk0 [all_outputs]
--- /design/flow/design.v ---
 module BaudGen(input start,input clock,output boudtick);
        parameter clockfreq=50000000;    
        parameter boudrate=115200;
        parameter overSamplingMultiplier=1;
        parameter multiplier=clockfreq/(boudrate*overSamplingMultiplier);
        function integer size(input integer inputVal);begin 
            size=0; 
            while(inputVal>>size) begin 
                size=size+1; 
            end 
        end
        endfunction
        localparam accumulatorWidth =  size(clockfreq/(boudrate*overSamplingMultiplier));  
        reg [accumulatorWidth-1:0] accumulator=0;
        reg flag=0;
        always @(posedge clock) begin 
            if ((accumulator==multiplier/2))begin 
                accumulator=0;
                flag=~flag;
            end
            if(~start) begin   
            accumulator=0;
            flag=0;
            end
        accumulator=accumulator+1;
        end
            assign boudtick=flag;
    endmodule
module Receiver(input clock,input data,output reg [7:0] character,output reg dataReady=0);
    reg flagStart=0;
    reg [3:0]state=0;
    wire w1;
    BaudGen localclockOS(.start(flagStart),.clock(clock),.boudtick(w1));
    reg [1:0] filter=2'b11;
    wire activeClock;
    assign activeClock=flagStart?w1:clock;
    always @(posedge activeClock ) begin
        if (flagStart) begin
            case (state)	
                4'b0000:begin 
                        state<=state+1;
                    end
                4'b0001:begin 
                        character[0]<=data;
                        state<=state+1;
                    end
                4'b0010:begin 
                        character[1]<=data;
                        state<=state+1;
                    end
                4'b0011:begin 
                        character[2]<=data;
                        state<=state+1;
                    end
                4'b0100:begin
                        character[3]<=data;
                        state<=state+1;
                    end
                4'b0101:begin 
                        character[4]<=data;	
                        state<=state+1;
                    end
                4'b0110:begin 
                        character[5]<=data;	
                        state<=state+1;
                    end
                4'b0111:begin 
                        character[6]<=data;
                        state<=state+1;
                    end
                4'b1000:begin 
                        character[7]<=data;	
                        state<=state+1;
                    end
                4'b1001:begin 	
                        flagStart<=0;
                        state<=0;
                        dataReady<=1;    
                    end
                    default begin
                        flagStart<=0;
                        state<=0;
                    end
            endcase	
        end
        else begin
            if(dataReady) begin             
                dataReady<=0;            
            end
            else begin 
            filter<={filter[0],data};
                 if (~(filter[1]|filter[0])) begin
                    flagStart<=1;
                    filter<=2'b11;
                 end
             end
        end
    end 
    endmodule 
==> flow_metrics.env <==
# source this file to load flow results
export IMPL_outcome="finished, final reports clean"
export IMPL_clk_pin_slew_worst_paths_ns=0.06
export IMPL_fin_ws_ns=0.104
export IMPL_ys_flop_type="edfxtp_1"
export IMPL_crit_slowest_cell="or4b_4"
export IMPL_grt_overflow=0
export IMPL_arrival_ns=3.08
export IMPL_drt_iter0_markers=67
export IMPL_ioPinCount=11
export IMPL_clkLatencyLatePin_ns=0.86
export IMPL_holdWs_ns=0.407
export IMPL_final_hold_viol_count=0
export IMPL_cts_tree="built"
export IMPL_synth_edff_count=14
export IMPL_drive_gt1_share_pct=20.1
export IMPL_timing_slew_headroom_pct=70.2
export IMPL_dr_pass1_iters=4
export IMPL_row_count=28
export IMPL_fp_util_pct=19.6
export IMPL_antenna_found_initial=0
export IMPL_rsz0062_at_grt="false"
export IMPL_min_path_type="primary input to flop"
export IMPL_routabilityCongestion=0.840
export IMPL_tightest_slew_ns=0.446
export IMPL_cp_end_kind="flop"
export IMPL_finalCritPeriodShare_pct=95.7
export IMPL_vias=899
export IMPL_grt_pass1_wl_um=3810
export IMPL_path_buffers=0
export IMPL_slew_violations=0
export IMPL_grt_util_all_layers_pct=4.49
export IMPL_pwr_density_cell_nw_per_um2=1120
export IMPL_placed_area_um2=1380
export IMPL_area_growth_pct=40.2
export IMPL_numSynthFlops=26
export IMPL_synth_area_um2=1170
export IMPL_port_buffers=10
export IMPL_final_setup_viol_count=0
export IMPL_dpl_worst_slack_ns=0.135
export IMPL_drv_cap=0
export IMPL_routed_wl_um=2280
export IMPL_synth_stat_cells=108
export IMPL_finClkSkew_ns=0.0339
export IMPL_warnings=29
export IMPL_wl_per_cell_um=10.7
export IMPL_vdd_ir_drop_max_uv=279
export IMPL_die_area_um2=9800
export IMPL_period_minus_slack_ns=2.30
export IMPL_setup_tns_final_ns=0
export IMPL_die_h_um=99
export IMPL_grt_max_degree=11
export IMPL_ant_nets=0
export IMPL_die_w_um=99
export IMPL_syn_inst=108
export IMPL_critPathKind="flop to flop"
export IMPL_fin_area_um2=1650
export IMPL_yosysWarningCount=2
export IMPL_syn_area_per_cell_um2=10.9
export IMPL_cts_hold_buf=0
export IMPL_synthArstFlopShare_pct=0
export IMPL_ys_area_um2=1170
export IMPL_n_antenna_cell=0
export IMPL_start_kind="flop"
export IMPL_cp_slowest_stage_delay_ns=0.55
export IMPL_path_delay_family="simple AND/OR/NAND/NOR gates"
export IMPL_core_um2=5990
export IMPL_grt_pass1_vias=901
export IMPL_fmax_ghz=0.435
export IMPL_worstPathRequired_ns=3.18
export IMPL_cts_resized_gates=0
export IMPL_crit_chain="or4b_4 -> or3_4 -> and3_1 -> ha_1 -> nand4_1 -> o311ai_0 -> a31oi_1"
export IMPL_synth_cell_types=34
export IMPL_dpl_hpwl_um=1490
export IMPL_via_per_inst=4.20
export IMPL_power_mw=1.84
export IMPL_leakagePower_nw=0.616
export IMPL_drc=0
export IMPL_crit_fanout=7
export IMPL_seq_area_frac_synth_pct=56.3
export IMPL_post_cts_setup_buffer_count=0
==> area by class of cell <==
| type | instances | area (µm²) |
|---|---|---|
| timing repair buffer | 12 | 115 |
| clock buffer | 19 | 262 |
| inverter | 5 | 18.8 |
| multi-input combinational | 75 | 487 |
| sequential | 26 | 662 |
| fill | 582 | 4350 |
| tap | 75 | 93.8 |
| clock inverter | 2 | 7.51 |
==> worst register-to-register path, stage by stage, from the launching register on <==
cell      delay, ns
dfxtp_2        0.35
or4b_4         0.55
or3_4          0.42
and3_1         0.20
ha_1           0.24
nand4_1        0.15
o311ai_0       0.15
a31oi_1        0.16
==> final timing paths <==
check	startpoint	endpoint	slack (ns)	cells past startpoint
setup / recovery	localclockOS.accumulator[2]	localclockOS.accumulator[6]	0.10	7
hold / removal	data	character[0]	0.41	1
setup reg to reg	localclockOS.accumulator[2]	localclockOS.accumulator[6]	0.10	7
hold reg to reg	localclockOS.accumulator[0]	localclockOS.accumulator[0]	0.48	1
==> flip-flops by register name (all words and copies together), names as in the netlist <==
name and count:
localclockOS.flag 1, character 8, localclockOS.accumulator 9, state 4
flagStart 1, dataReady 1, filter 2
==> cell families (layout without fill, tap and decap cells) <==
family          Yosys count  after routing  synth area share [%]
flops                    26             26                  56.3
mux                       1              1                 0.853
buf+inv                   7             38                  2.24
xor+xnor                  4              4                  2.99
fa+ha+maj                 5              5                  5.33
compound gates           13             13                  7.36
simple gates             52             52                  24.9
==> metrics by stage <==
| step | std cells | util, % |
|---|---|---|
| after floorplan | 108 | - |
| final | 214 | 27.5 |
| after CTS | 214 | 27.4 |
| after global placement | 194 | 23.0 |
| after detailed placement | 194 | 23.0 |
| after global routing | 214 | 27.5 |
==> per-layer routing <==
| layer | up-vias | wire length (µm) | GRT usage (%) |
|---|---|---|---|
| met5 | - | 0 | 0 |
| met4 | 0 | 40 | 1.98 |
| met3 | 7 | 116 | 2.04 |
| met2 | 25 | 1050 | 6.91 |
| met1 | 421 | 1070 | 5.26 |
| li1 | 446 | - | - |
==> synthesized netlist by cell type, drive strengths merged (2+ instances only) <==
master | number | area, µm²
xnor2 | 3 | 26.3
nor2 | 8 | 30.0
dfxtp | 12 | 240
edfxtp | 14 | 420
a21oi | 2 | 10.0
a31oi | 2 | 12.5
or3 | 3 | 23.8
nor3 | 4 | 20.0
nand3 | 7 | 35.0
and3 | 3 | 20.0
nand2b | 4 | 25.0
o21ai | 4 | 20.0
nand2 | 7 | 26.3
ha | 5 | 62.6
and2 | 9 | 56.3
inv | 5 | 18.8
==> power by group <==
part           switching [mW]  internal, mW
combinational           0.141         0.110
clock                   0.258         0.684
sequential             0.0842         0.566
total                   0.483          1.36
==> cells in the final DEF (no fill, tap or decap), types with 3 or more instances in the layout <==
| master | n |
|---|---|
| and2_1 | 9 |
| clkbuf_8 | 19 |
| clkdlybuf4s50_1 | 10 |
| dfxtp_1 | 11 |
| edfxtp_1 | 14 |
| ha_1 | 5 |
| inv_1 | 6 |
| nand2_1 | 7 |
| nand2b_1 | 4 |
| nand3_1 | 7 |
| nor2_1 | 8 |
| nor3_1 | 4 |
| o21ai_0 | 4 |
| xnor2_1 | 3 |
Power and IR drop assume default switching activity.
