--- design.v ---
 module BaudGen(input start,input clock,output boudtick);
        parameter clockfreq=50000000;    
        parameter boudrate=115200;
        parameter overSamplingMultiplier=1;
        parameter multiplier=clockfreq/(boudrate*overSamplingMultiplier);
        function integer size(input integer inputVal);begin 
            size=0; 
            while(inputVal>>size) begin 
                size=size+1; 
            end 
        end
        endfunction
        localparam accumulatorWidth =  size(clockfreq/(boudrate*overSamplingMultiplier));  
        reg [accumulatorWidth-1:0] accumulator=0;
        reg flag=0;
        always @(posedge clock) begin 
            if ((accumulator==multiplier/2))begin 
                accumulator=0;
                flag=~flag;
            end
            if(~start) begin   
            accumulator=0;
            flag=0;
            end
        accumulator=accumulator+1;
        end
            assign boudtick=flag;
    endmodule
 module Transmitter(
        input clock,
        input Tx_start,
        input [7:0] TxD_data,
        output TxD,
        output TxD_busy
    );
        reg [7:0] data=0;
        reg [3:0] state=0;
        reg dataBit=1;
        reg flag=0;
        assign TxD=dataBit;
        assign TxD_busy=flag;
        wire transmeterClock;
        BaudGen  localclockOS(.start(TxD_busy),.clock(clock),.boudtick(boudgen));
        assign transmeterClock=TxD_busy?boudgen:clock;
        always @(posedge transmeterClock) begin
            if (flag) begin
                case (state)
                    4'b0001:begin    
                            dataBit<=0;
                            state<=state+1;
                        end
                    4'b0010:begin 	
                            dataBit<=data[0];
                            state<=state+1;
                        end
                    4'b0011:begin 
                            dataBit<=data[1];
                            state<=state+1;
                        end
                    4'b0100:begin
                            dataBit<=data[2];
                            state<=state+1;
                        end
                    4'b0101:begin 
                            dataBit<=data[3];
                            state<=state+1;
                        end
                    4'b0110:begin 
                            dataBit<=data[4];
                            state<=state+1;
                        end
                    4'b0111:begin 
                            dataBit<=data[5];
                            state<=state+1;
                        end
                    4'b1000:begin 
                            dataBit<=data[6];
                            state<=state+1;
                        end
                    4'b1001:begin 
                            dataBit<=data[7];
                            state<=state+1;
                        end
                    4'b1010:begin  
                            dataBit<=0;
                            state<=state+1;
                        end
                    default:begin   
                            state<=0;
                            dataBit<=1;
                            flag<=0;
                        end
                endcase
                end
                else begin
                      if(Tx_start) begin
                              state<=1;
                              flag<=1;
                              data<=TxD_data;
                              end  
                 end
        end
    endmodule
--- run.sh ---
#!/bin/bash
# OpenROAD 26Q1-2900-gdf79404cd8, Yosys 0.63+post, stock flow scripts
make -C /OpenROAD-flow-scripts/flow DESIGN_CONFIG=/design/flow/config.mk WORK_HOME=/design/flow/orfs finish
--- config.mk ---
export PLATFORM = sky130hd
export DESIGN_NAME = Transmitter
export DESIGN_NICKNAME = Transmitter
export VERILOG_FILES = /design/flow/design.v
export SDC_FILE = /design/flow/constraint.sdc
export NUM_CORES = 4
export LEC_CHECK = 1
export CORE_AREA = 10 10 87 87
export DIE_AREA = 0 0 97 97
--- constraint.sdc ---
current_design Transmitter

set clk_period 2.6
set clk_io_pct 0.2

create_clock -name clk0 -period $clk_period [get_ports {clock}]

set non_clock_inputs [all_inputs -no_clocks]
set_input_delay [expr $clk_period * $clk_io_pct] -clock clk0 $non_clock_inputs
set_output_delay [expr $clk_period * $clk_io_pct] -clock clk0 [all_outputs]
==> impl_report.txt <==
==== FLOW RESULTS ====
----------------------------------------------------
[Run status]
  Run status ........................ finished, final reports clean

[Clock tree]
  TritonCTS clock tree ........................ built
  Post-cts resize count ........................ 1
  Post-CTS Repair Setup Buffers ........................ 0
  Hold Buf Count CTS ........................ 0
  Reg clk slew, reported paths ........................ 60 ps
  Clock latency at the later pin of the worst-skew pair ........................ 870 ps

[Synth]
  Mean cell area of the mapped netlist ........................ 11.32 sq um
  Count of library flops with an enable pin ........................ 13
  Post-synthesis chip area from yosys ........................ 0.001110 sq mm
  Mapped cell area ........................ 0.001110 sq mm
  Most instantiated flip-flop cell in the synthesis netlist ........................ edfxtp_1
  Number of instances in the synthesized netlist ........................ 98
  Leading post-synthesis cells by cell area ........................ edfxtp_1 (35%), dfxtp_1 (20%), ha_1 (4.5%)
  Ys async rst share ........................ 0
  Share of the synthesized area in the top cell type ........................ 0.3517
  Seq cells post-synth ........................ 24
  Synth unique cells ........................ 39
  Warning count from the yosys run ........................ 3
  Register area share after synthesis ........................ 0.5502
  Post-synthesis cell type with the largest combined area ........................ edfxtp_1
  Yosys cell count ........................ 98

[Power and ir drop]
  Switch Pwr ........................ 0.0005348 W
  Proportion of total power due to net switching ........................ 0.2868
  Share of power burned in combinational logic ........................ 0.204
  Leakage component of the power ........................ 0.5715 nW
  Total internal power ........................ 0.001330 W
  PwrDens ........................ 1196 mW/mm^2
  Clk network pwr share ........................ 0.449
  Maximum resistive drop on vdd ........................ 0.0007609 V
  Part of the total power dissipated in sequential elements ........................ 0.348

[Global route]
  Maximum number of pins on one net before global-route repair ........................ 17
  Wire length of the first global-routing pass ........................ 3705 um
  Vias in the first global route ........................ 917
  Residual overflow from global routing ........................ 0
  Initial antenna violation count ........................ 0
  Overall track demand over capacity in global routing ........................ 0.04404

[Floorplan]
  Starting density of the core ........................ 0.1967
  Core area ........................ 0.005642 sq mm
  Die Height ........................ 97 um
  I/O pin count ........................ 12
  Chip width ........................ 97 um
  Area of the chip ........................ 0.009409 sq mm
  Cell Rows ........................ 27

[Cells and area]
  Tally of non-filler cells in the final layout ........................ 199
  Fin area ........................ 0.001559 sq mm
  Synth-to-Final Area Change ........................ 40.47%
  FF/Latch Area ........................ 611.8 sq um
  Share of post-route cells with drive strength above 1 ........................ 0.1890
  Fill count ........................ 576
  Logic area ........................ 464.2 sq um

[Drt]
  Routed wire per std cell ........................ 10.79 um
  Drt drc ........................ 0
  Number of vias per cell ........................ 4.236
  Total via count in the routed design ........................ 843
  Router iterations before antenna repair ........................ 6
  Remaining number of nets flagged by the antenna check after routing ........................ 0
  Starting DRC count in detailed routing ........................ 13
  Routed Wire Length ........................ 2148 um
  Number of inserted diodes ........................ 0

[STA]
  Slew headroom ........................ 0.5660
  Final-report hold violation count ........................ 0
  FMAX ........................ 412.9 MHz
  Max Clock Skew ........................ 13.79 ps
  Number of setup violations in the final report ........................ 0
  Final max-slew violation count ........................ 0
  Time the worst path needs with I/O delays and setup ........................ 2422 ps
  Unrepaired setup endpoints after global routing ........................ false
  Setup tns final ........................ 0 ps
  Final period util ........................ 0.9315
  Actual slew at the worst max-slew pin ........................ 649.6 ps

[Critical path]
  Delay of the slowest critical-path stage ........................ 530 ps
  Number of buffer and inverter stages on the critical path ........................ 1
  Cell Chain, Critical Path ........................ clkdlybuf4s50_1
  Data arrival time of the critical path ........................ 1900 ps
  Startpoint type of the worst setup path ........................ flop
  Critical path class ........................ flop to output pin
  Slowest-stage cell, CP ........................ clkdlybuf4s50_1
  CP Capture Type ........................ output pin
  Dominant delay contributor by cell family on the critical path ........................ buffers and inverters
  Required time of the worst setup path ........................ 2080 ps
  Critical register-to-register path startpoint ........................ state[0]
  Worst Setup SP ........................ flag
  Worst setup slack for register-to-register paths ........................ 750 ps
  Max Fanout on Critical Path ........................ 16

[Flow run]
  Number of warnings the tools reported ........................ 29
  Max_cap viols ........................ 0

[Place]
  Routability congestion estimate from global placement ........................ 0.8094
  Placed cells ........................ 179
  Post-detailed-placement cell area ........................ 0.001301 sq mm
  Placed wire-length estimate after detailed placement ........................ 1343 um
  Port bufs ........................ 11

[Hold path]
  Classification of the worst-slack hold path ........................ input pin to flop
  Min-Delay Startpoint ........................ TxD_data[3]

----------------------------------------------------
==> flip-flops by register name (all words and copies together) (netlist names) <==
register	count
dataBit	1
localclockOS.accumulator	9
localclockOS.flag	1
state	4
data	8
flag	1
==> metal layers <==
metal | global-route usage | share of wire
met5 | 0 | 0
met4 | 0.02480 | 0.018
met3 | 0.01862 | 0.034
met2 | 0.06033 | 0.44
met1 | 0.05676 | 0.51
==> synth_stat cells, types with 2 or more instances <==
cell / number
or3_1: 4
nor2_1: 4
dfxtp_1: 11
a21oi_1: 2
a21boi_1: 2
o22ai_1: 2
o21a_1: 2
nand3_1: 4
o31ai_1: 2
xnor2_1: 2
edfxtp_1: 13
inv_1: 7
nand2_1: 7
o21ai_0: 5
ha_1: 4
nand2b_1: 4
==> cells by family (layout without fill, tap and decap cells) <==
logic type                 after synthesis  in the layout  share of synthesized area
xor gates and xnor gates                 3              3                    0.02368
muxes                                    1              1                   0.009020
DFF                                     24             24                     0.5502
AOI/OAI and AO/OA                       24             24                     0.1657
and+or+nand+nor                         33             33                     0.1747
adders and majority gates                4              4                    0.04510
buffers and inverters                    9             38                    0.03156
==> placed cells by master, fill, tap and decap left out, types with 2 or more instances in the layout <==
master and count:
o22ai_1 2, a21boi_1 2, o21a_1 2, xnor2_1 2, inv_1 7, nor2_1 4, edfxtp_1 13, a21oi_1 2
clkbuf_8 18, o31ai_1 2, o21ai_0 5, nand2b_1 4, ha_1 4, clkdlybuf4s50_1 11, dfxtp_1 10, nand2_1 7
nand3_1 4, or3_1 4
==> power by group through the flow <==
| stage | combinational, W | sequential [W] | clock (W) |
|---|---|---|---|
| 6_report | 0.000380 | 0.000648 | 0.000837 |
| 5_1_grt | 0.000429 | 0.000671 | 0.000893 |
| 4_1_cts | 0.0000162 | 0.000157 | 0.000661 |
==> layout make-up <==
| cell class | instances | area share |
|---|---|---|
| tap | 72 | 0.05778 |
| timing repair buffer | 11 | 0.07063 |
| sequential | 24 | 0.3925 |
| multi-input combinational | 65 | 0.2978 |
| clock buffer | 18 | 0.1589 |
| clock inverter | 3 | 0.008026 |
| inverter | 6 | 0.01445 |
==> stage by stage <==
step | power [W] | utilization | setup WS, ps | hold slack, ps
2_1_floorplan | 0.0009447 | - | 905.0 | 445.7
3_3_place_gp | 0.001071 | 0.2307 | 704.9 | 460.2
3_5_place_dp | 0.001071 | 0.2307 | 667.5 | 473.1
4_1_cts | 0.0008343 | 0.2763 | 108.0 | 169.0
5_1_grt | 0.001993 | 0.2763 | 31.81 | 139.7
6_report | 0.001865 | 0.2763 | 178.1 | 218.1
==> path summary, 6_finish.rpt <==
| kind | to | cells past startpoint |
|---|---|---|
| setup / recovery | TxD_busy | 1 |
| setup reg to reg | state[3] | 5 |
| hold / removal | data[3] | 1 |
| hold reg to reg | localclockOS.flag | 2 |
Power and IR drop assume default switching activity.
